$ cat design/flow/config.mk
export PLATFORM = sky130hd
export DESIGN_NAME = UART_Rx_Top
export DESIGN_NICKNAME = UART_Rx_Top
export VERILOG_FILES = /design/flow/design.v
export SDC_FILE = /design/flow/constraint.sdc
export NUM_CORES = 4
export LEC_CHECK = 1
export CORE_UTILIZATION = 50
$ cat design/flow/constraint.sdc
current_design UART_Rx_Top

set clk_period 2.0
set clk_io_pct 0.2

create_clock -name clk0 -period $clk_period [get_ports {CLK}]

set non_clock_inputs [all_inputs -no_clocks]
set_input_delay [expr $clk_period * $clk_io_pct] -clock clk0 $non_clock_inputs
set_output_delay [expr $clk_period * $clk_io_pct] -clock clk0 [all_outputs]
$ cat design/flow/design.v
module UART_Rx_FSM 
(
	input   wire       RX_IN       ,
	input   wire       PAR_EN      ,
	input   wire [4:0] edge_cnt    ,    
	input   wire [3:0] bit_cnt     ,    
	input   wire       strt_glitch ,
	input   wire       par_err     ,
	input   wire       stp_err     ,
	input   wire [4:0] Prescale    ,
	input   wire       CLK         ,
	input   wire       RST         ,
	output  reg        dat_samp_en ,
	output  reg        cnt_enable  ,
	output  reg        strt_chk_en ,	
	output  reg        par_chk_en  ,
	output  reg        stp_chk_en  ,
	output  reg        data_valid  ,
	output  reg        deser_en    
);
localparam IDLE   = 3'b000 ;
localparam START  = 3'b001 ;
localparam DATA   = 3'b011 ; 
localparam PAR    = 3'b010 ;
localparam STOP   = 3'b110 ;
reg [2:0] current_state , next_state ;
reg data_valid_comp ;
always @(posedge CLK or negedge RST) begin
	if (!RST) begin
		current_state <= IDLE ;
		data_valid    <= 1'd0 ;
	end
	else begin
		current_state <= next_state      ;
		data_valid    <= data_valid_comp ;		
	end
end
always @(*) begin
	case(current_state)
	    IDLE: begin
	    	dat_samp_en     = 1'd0 ;
	    	cnt_enable      = 1'd0 ;
	    	strt_chk_en     = 1'd0 ;
	    	par_chk_en      = 1'd0 ;
	    	stp_chk_en      = 1'd0 ;
	    	data_valid_comp = 1'd0 ;
	    	deser_en        = 1'd0 ;
	    	if (RX_IN == 1'd1) begin       
	    		next_state = IDLE  ;
	    	end
	    	else begin
	    		next_state = START ;
	    	end
	    end
	    START: begin
	    	dat_samp_en     = 1'd1 ;
	    	cnt_enable      = 1'd1 ;
	    	if (edge_cnt == (Prescale>>1)) begin
	    	    strt_chk_en = 1'd1 ;	    		
	    	end
	    	else begin
	    	    strt_chk_en = 1'd0 ;
	    	end
	    	par_chk_en      = 1'd0 ;
	    	stp_chk_en      = 1'd0 ;
	    	data_valid_comp = 1'd0 ;
	    	deser_en        = 1'd0 ;
	    	if (bit_cnt == 4'd0) begin     
	    		next_state = START ;
	    	end
	    	else begin
	    	    if (strt_glitch == 1'd1) begin
	    	    	next_state = IDLE ;
	    	    end
	    	    else begin
	    	    	next_state = DATA  ;
	    	    end
	    	end
	    end
	    DATA: begin
	    	dat_samp_en     = 1'd1 ;
	    	cnt_enable      = 1'd1 ;
	    	strt_chk_en     = 1'd0 ;
	    	if (PAR_EN == 1'd1) begin
	    	    par_chk_en  = 1'd1 ;
	    	end
	    	else begin
	    	    par_chk_en  = 1'd0 ;
	    	end
	    	stp_chk_en      = 1'd0 ;
	    	data_valid_comp = 1'd0 ;
	    	deser_en        = 1'd1 ;
	    	if (bit_cnt != 4'd9) begin     
	    		next_state = DATA ;
	    	end
	    	else begin
	    	    if (PAR_EN == 1'd1) begin
	    	    	next_state = PAR  ;
	    	    end
	    	    else begin
	    	    	next_state = STOP ;
	    	    end
	    	end
	    end
	    PAR: begin
	    	dat_samp_en     = 1'd1 ;
	    	cnt_enable      = 1'd1 ;
	    	strt_chk_en     = 1'd0 ;
	    	par_chk_en      = 1'd1 ;
	    	stp_chk_en      = 1'd0 ;
	    	data_valid_comp = 1'd0 ;
	    	deser_en        = 1'd0 ;
	    	if (bit_cnt != 4'd10) begin     
	    		next_state = PAR ;
	    	end
	    	else begin
	    	    if (par_err == 1'd1) begin
	    	    	next_state = IDLE ;
	    	    end
	    	    else begin
	    	    	next_state = STOP ;
	    	    end
	    	end
	    end
	    STOP: begin
	    	dat_samp_en     = 1'd1 ;
	    	cnt_enable      = 1'd1 ;
	    	strt_chk_en     = 1'd0 ;
	    	par_chk_en      = 1'd0 ;
	    	if (edge_cnt == (Prescale>>1)) begin     
	    	    stp_chk_en  = 1'd1 ;	    		
	    	end
	    	else begin
	    	    stp_chk_en  = 1'd0 ;
	    	end
	    	deser_en        = 1'd0 ;	
            if (edge_cnt != 5'd7) begin
	    	    data_valid_comp = 1'd0 ;
	    	    next_state = STOP ;
	    	end
	    	else if (stp_err == 1'd1) begin
	    	    data_valid_comp = 1'd0 ;
	    	    next_state = IDLE ;	    	        	
	    	end
	    	else if (RX_IN == 1'd1) begin
	    	    data_valid_comp = 1'd1 ;
	    	    next_state = IDLE ;
	    	end
	    	else begin                            
	    	    data_valid_comp = 1'd1 ;
	    	    next_state = START ;
	    	end            	
        end
        default: begin
	    	dat_samp_en     = 1'd0 ;
	    	cnt_enable      = 1'd0 ;
	    	strt_chk_en     = 1'd0 ;
	    	par_chk_en      = 1'd0 ;
	    	stp_chk_en      = 1'd0 ;
	    	data_valid_comp = 1'd0 ;
	    	deser_en        = 1'd0 ;
	    	next_state      = IDLE ;     	
        end
	endcase
end
endmodule
module UART_Rx_Top 
(
	input   wire       RX_IN         ,
	input   wire [4:0] Prescale      ,
	input   wire       PAR_EN        ,
	input   wire       PAR_TYP       ,
	input   wire       CLK           ,
	input   wire       RST           ,
	output  wire [7:0] P_DATA        ,
	output  wire       data_valid    ,
	output  wire       parity_error  ,
	output  wire       framing_error 
);
wire [4:0] edge_cnt    ;
wire [3:0] bit_cnt     ;
wire       strt_glitch ;
wire       dat_samp_en ;
wire       cnt_enable  ;
wire       strt_chk_en ;
wire       par_chk_en  ;
wire       stp_chk_en  ;
wire       deser_en    ;
wire       sampled_bit ;
UART_Rx_FSM U0 (
	.RX_IN       (RX_IN)         ,
	.PAR_EN      (PAR_EN)        ,
	.edge_cnt    (edge_cnt)      ,
	.bit_cnt     (bit_cnt)       ,
	.strt_glitch (strt_glitch)   ,
	.par_err     (parity_error)  ,
	.stp_err     (framing_error) ,
	.Prescale    (Prescale)      ,
	.CLK         (CLK)           ,
	.RST         (RST)           ,
	.dat_samp_en (dat_samp_en)   ,
	.cnt_enable  (cnt_enable)    ,
	.strt_chk_en (strt_chk_en)   ,  
	.par_chk_en  (par_chk_en)    , 
	.stp_chk_en  (stp_chk_en)    , 
	.data_valid  (data_valid)    , 
	.deser_en    (deser_en)  
);
UART_Rx_data_sampling U1 (
	.RX_IN       (RX_IN)       ,
	.Prescale    (Prescale)    ,
	.dat_samp_en (dat_samp_en) ,
	.edge_cnt    (edge_cnt)    ,
	.CLK         (CLK)         ,
	.RST         (RST)         ,
	.sampled_bit (sampled_bit)
);
UART_Rx_deserializer U2 (
	.deser_en    (deser_en)    ,
	.sampled_bit (sampled_bit) ,
	.bit_cnt     (bit_cnt)     ,
	.CLK         (CLK)         ,
	.RST         (RST)         ,
	.P_DATA      (P_DATA)
);
UART_Rx_edge_bit_counter U3 (
	.cnt_enable (cnt_enable) ,
	.PAR_EN     (PAR_EN)     ,
	.CLK        (CLK)        ,
	.RST        (RST)        ,
	.edge_cnt   (edge_cnt)   ,
	.bit_cnt    (bit_cnt)
);
UART_Rx_parity_check U4 (
	.PAR_TYP     (PAR_TYP)      ,
	.par_chk_en  (par_chk_en)   ,
	.sampled_bit (sampled_bit)  , 
	.bit_cnt     (bit_cnt)      ,
	.edge_cnt    (edge_cnt)     ,
	.Prescale    (Prescale)     ,
	.CLK         (CLK)          ,
	.RST         (RST)          ,
	.par_err     (parity_error)
);
UART_Rx_strt_check U5 (
	.strt_chk_en (strt_chk_en) ,
	.sampled_bit (sampled_bit) ,
	.strt_glitch (strt_glitch)
);
UART_Rx_stop_check U6 (
	.stp_chk_en  (stp_chk_en)    ,
	.sampled_bit (sampled_bit)   ,
	.CLK         (CLK)           ,
	.RST         (RST)           ,
	.stp_err     (framing_error)
);
endmodule
module UART_Rx_data_sampling 
(
	input   wire       RX_IN       ,
	input   wire [4:0] Prescale    ,
	input   wire       dat_samp_en ,
	input   wire [4:0] edge_cnt    ,
	input   wire       CLK         ,
	input   wire       RST         ,
	output  wire       sampled_bit
);
reg first_sample  ;
reg second_sample ;
reg third_sample  ;
wire [2:0] samples ;
assign samples = {first_sample , second_sample , third_sample} ;
assign sampled_bit = ((~^samples & |samples)  |  &samples) ;        
always @(posedge CLK or negedge RST) begin
	if (!RST) begin
		first_sample  <= 1'd0 ;
		second_sample <= 1'd0 ;
		third_sample  <= 1'd0 ;
	end
	else if (dat_samp_en) begin
		if (edge_cnt == (Prescale>>1) - 2) begin
			first_sample  <= RX_IN ;
			second_sample <= second_sample ;
			third_sample  <= third_sample  ;
		end
		else if (edge_cnt == (Prescale>>1) - 1) begin
		    first_sample  <= first_sample ;
			second_sample <= RX_IN ;
			third_sample  <= third_sample ;
		end
		else if (edge_cnt == (Prescale>>1)) begin
		    first_sample  <= first_sample  ;
		    second_sample <= second_sample ;
			third_sample  <= RX_IN ;
		end
		else begin
			first_sample  <= first_sample  ;
		    second_sample <= second_sample ;
			third_sample  <= third_sample  ;
		end
	end
	else begin
		first_sample  <= first_sample  ;
		second_sample <= second_sample ;
		third_sample  <= third_sample  ;		
	end
end
endmodule
module UART_Rx_deserializer
(
	input   wire       deser_en    ,
	input   wire       sampled_bit ,
	input   wire [3:0] bit_cnt     ,
	input   wire       CLK         ,
	input   wire       RST         ,
	output  reg  [7:0] P_DATA 
);
always @(posedge CLK or negedge RST) begin
	if (!RST) begin
		P_DATA  <= 8'd0 ;
	end
	else if (deser_en) begin
		P_DATA[bit_cnt-1] <= sampled_bit ;
	end
	else begin
		P_DATA  <= P_DATA  ;
	end
end
endmodule
module UART_Rx_edge_bit_counter
#(parameter PRESCALE = 5'd8)
(
	input  wire      cnt_enable ,
	input  wire      PAR_EN     ,
	input  wire      CLK        ,
	input  wire      RST        ,
	output reg [4:0] edge_cnt   ,    
	output reg [3:0] bit_cnt         
);
always @(posedge CLK or negedge RST) begin
	if (!RST) begin
		edge_cnt <= 5'd0 ;
		bit_cnt  <= 4'd0 ;
	end
	else if (cnt_enable) begin
		if (edge_cnt < (PRESCALE-1)) begin
			edge_cnt <= edge_cnt + 5'd1 ;
		end
		else begin
			edge_cnt <= 5'd0 ;
			if (PAR_EN) begin
				if (bit_cnt < 4'd10) begin
                    bit_cnt <= bit_cnt + 4'd1 ;
				end
				else begin
					bit_cnt <= 4'd0 ;
				end
			end
			else begin
				if (bit_cnt < 4'd9) begin
                    bit_cnt <= bit_cnt + 4'd1 ;
				end
				else begin
					bit_cnt <= 4'd0 ;
				end						
			end	
	    end
	end 
	else begin
		edge_cnt <= 5'd0 ;
		bit_cnt  <= 4'd0 ;		
	end
end
endmodule
module UART_Rx_parity_check
(
	input   wire  	   PAR_TYP     ,
	input   wire       par_chk_en  ,
	input   wire       sampled_bit ,
	input   wire [3:0] bit_cnt     ,
	input   wire [4:0] edge_cnt    ,
	input   wire [4:0] Prescale    ,
	input   wire       CLK         ,
	input   wire   	   RST         ,
	output  reg        par_err
);
reg [7:0] data ;
reg       par_bit ;
always @(posedge CLK or negedge RST) begin
	if (!RST) begin
		data    <= 8'd0 ;
		par_err <= 1'd0 ;
	end
	else if (par_chk_en) begin
		if (bit_cnt < 5'd9) begin
		    data[bit_cnt-1] <= sampled_bit ;
		    par_err <= 1'd0 ;
		end
		else if (edge_cnt == (Prescale>>1) + 1) begin
	        data <= data ;
			if (par_bit == sampled_bit) begin
				par_err <= 1'd0 ;
			end
			else begin
				par_err <= 1'd1 ;
			end
		end	
		else begin
		        data    <= data    ;
				par_err <= par_err ;
			end	
	end
	else begin
		data    <= data    ;
		par_err <= par_err ;
	end
end
always @(posedge CLK or negedge RST) begin
    if (!RST) begin
    	par_bit <= 1'd0 ;
    end
	else if (bit_cnt == 4'd8) begin
		if ((PAR_TYP && ~^data) || (~PAR_TYP && ^data)) begin
			par_bit <= 1'd1 ;
		end
		else begin
			par_bit <= 1'd0 ;
		end
	end
	else begin
		par_bit <= par_bit ;
	end
end
endmodule
module UART_Rx_stop_check
(
	input   wire   stp_chk_en  ,
	input   wire   sampled_bit ,
	input   wire   CLK         ,
	input   wire   RST         ,
	output  reg   stp_err
);
always @(posedge CLK or negedge RST) begin
	if (!RST) begin
		stp_err <= 1'd0 ;
	end
	else if (stp_chk_en) begin    
	    if (~sampled_bit) begin
			stp_err <= 1'd1 ;	    	
	    end
	    else begin
	    	stp_err <= 1'd0 ;
	    end
	end
	else begin
		stp_err <= stp_err ;
	end
end
endmodule
module UART_Rx_strt_check
(
	input   wire   strt_chk_en  ,
	input   wire   sampled_bit  ,
	output  wire   strt_glitch
);
assign strt_glitch = (strt_chk_en && sampled_bit)? 1'd1 : 1'd0 ;     
endmodule
$ cat design/flow/run.sh
#!/bin/bash
# OpenROAD 26Q1-2900-gdf79404cd8, Yosys 0.63+post, stock flow scripts
make -C /OpenROAD-flow-scripts/flow DESIGN_CONFIG=/design/flow/config.mk WORK_HOME=/design/flow/orfs finish
==> results.cfg <==
; implementation run metrics
[setup_path]
critPathLaunchType = register
worstSetupPathType = register to register
cp.required_ns = 2.17
arrival_ns = 3.17
cp_max_fo = 6
end_kind = register

[synth]
syn-cell-area_um2 = 2521
ys_types = 48
netlist_instances = 260
ys_warn_count = 6
synth_top_flop_cell = dfrtp_1
async_flop_share_pct = 100.0
synth-edff-count = 0
ys_cells = 260
seq_area_frac_synth_pct = 36.77
yosysTopAreaCellShare_pct = 35.73
synth_flops = 37
ys_area_um2 = 2521
yosysTopAreaCell = dfrtp_1
avgSynthCellArea_um2 = 9.697
topCellsByArea = dfrtp_1, ha_1, xnor2_1

[cts]
cts_tree = yes
htreeDepth = 2
clk_pin_slew_ns = 0.08
numCtsBuffers = 5
insertion_delay_ns = 0.29
clock-sinks = 37
clock-root-buffer = clkbuf_8
clock_path_buffers = 2

[power]
vdd_drop_max_v = 0.0009931
totalPowerFinal_mw = 5.702
cellLeakagePower_nw = 1.628
p_per_area_nw_per_um2 = 1542

[placement]
dpl_worst_slack_ns = -0.9627
dpl.hpwl_mm = 4.081
gp_congestion = 0.8705
dp.cells = 387
dpl_cell_area_um2 = 3253
io_buffers = 19

[global_routing]
antenna_found_initial = 0
overflow = 0
grt_use_total_pct = 24.04
first_global_vias = 2005
grt_max_degree = 38
grt_pass1_wl_mm = 9.528

[detailed_routing]
drtIter0Drc = 121
wire_per_inst_um = 15.33
dr.pass1.iters = 4
wirelength_mm = 6.225
num_vias = 2160
num_antenna_cells = 0
routed_via_density = 5.320
drc = 0
drtAntennaViolNets = 0

[die]
ios = 21
fp_util_pct = 52.68
core-area_um2 = 4786
row_count = 25
fp.dieH_um = 73.01
dieArea_um2 = 5330
die_w_um = 73.01

[outcome]
violations = setup timing
status = finished with violations

[timing]
hold_viol = 0
final-setup-viol-count = 16
clock.fmax_mhz = 333.1
max_slew_margin_pct = 44.14
final_max_slew_viol_count = 0
finalClockPeriodUsage_pct = 150.1
rsz0062_at_grt = true
fin_ws_ns = -1.002
fin_skew_ns = 0.008860
worst_slew_pin_slew_ns = 0.8302
period_needed_ns = 3.002

[layout]
drive_gt1_share_pct = 37.46
layout_top_cells = buf_4, dfrtp_1, nand2_1
fin_cells = 406
syn_to_final_growth_pct = 46.70
lay_top_count = buf_4
fillers = 315
final_area_um2 = 3699

[job]
cap_viol_max_count = 0
warnings = 39

[hold_path]
hp-class = input pin to async pin
-- critical path, cell delays in order (launching register included) --
cell	delay, ns
dfrtp_1	0.41
buf_4	0.14
nor2_1	0.21
nor3_2	0.08
a21oi_1	0.14
nor2_1	0.10
o21ai_1	0.15
ha_1	0.27
nor4b_2	0.21
nand4_1	0.13
buf_6	0.16
a2bb2oi_4	0.16
buf_4	0.16
nor4b_4	0.22
mux2_1	0.34
-- path summary, 6_finish.rpt --
path / startpoint / slack [ns] / cells after the start / endpoint
max: U3.bit_cnt[1]$_DFFE_PN0P_ / -1.00 / 14 / U4.data[5]$_DFFE_PN0P_
min: RST / 0.14 / 2 / U3.bit_cnt[2]$_DFFE_PN0P_
max reg2reg: U3.bit_cnt[1]$_DFFE_PN0P_ / -1.00 / 14 / U4.data[5]$_DFFE_PN0P_
min reg2reg: U4.par_bit$_DFFE_PN0N_ / 0.50 / 2 / U4.par_bit$_DFFE_PN0N_
max in group asynchronous: RST / 1.49 / 2 / U0.current_state[0]$_DFF_PN1_
min in group clk0: U4.par_bit$_DFFE_PN0N_ / 0.50 / 2 / U4.par_bit$_DFFE_PN0N_
-- through the flow --
stage                     utilization [%]  hold WS, ns  setup TNS, ns
after global placement              67.97       0.4691         -14.05
after CTS                           72.47       0.1641         -12.98
after global routing                77.28       0.1877         -17.60
after detailed placement            67.97       0.4753         -14.55
final                               77.28       0.1426         -15.27
after floorplan                         -       0.1044         -13.49
-- report_power, final --
| part | total, mW | internal (mW) | switching (mW) |
|---|---|---|---|
| clock network | 0.684 | 0.406 | 0.279 |
| logic | 3.97 | 1.91 | 2.06 |
| registers | 1.05 | 0.897 | 0.153 |
| total | 5.70 | 3.21 | 2.49 |
-- final cells by class --
cell class	instances	area (um2)	area share, %
well taps	67	83.83	2.267
clock buffers	6	82.58	2.233
clock inverters	2	37.54	1.015
multi-input cells	206	1854	50.14
repair buffers	80	676.9	18.30
flip-flops and latches	37	928.4	25.10
inverters	8	35.03	0.9472
-- metal layers --
metal / share of wire [%] / up-vias / global-route usage, %
met1: 53 / 1033 / 42.38
met3: 3.8 / 8 / 3.501
li1: - / 1081 / -
met5: 0 / - / 0
met4: 1.4 / 0 / 2.832
met2: 42 / 38 / 33.64
-- sequential cells by signal, indices dropped and copies added (netlist names) --
signal and flops:
U2.P_DATA 8, U6.stp_err 1, U0.data_valid 1, U4.par_err 1, U4.par_bit 1, U1.third_sample 1, U1.second_sample 1, U3.edge_cnt 5
U3.bit_cnt 4, U1.first_sample 1, U4.data 8, U0.current_state 5
-- cell usage after synthesis, types with 6 or more instances --
cell type / number
nand2b_1: 6
clkbuf_1: 6
inv_1: 8
a21oi_1: 10
nor2_1: 22
nor3_1: 6
dfrtp_1: 36
mux2_1: 10
ha_1: 18
nand2_1: 27
xor2_1: 9
xnor2_1: 13
mux2_2: 9
o21ai_0: 10
nor4_1: 14
nand3_1: 10
-- kinds of logic after synthesis --
| family | share of synthesized area, % |
|---|---|
| buffers and inverters | 3.375 |
| XOR/XNOR | 9.380 |
| adder cells (fa/ha/maj) | 9.727 |
| AND-OR/OR-AND | 7.792 |
| AND/OR/NAND/NOR | 23.52 |
| other | 0.1487 |
| flip-flops | 36.77 |
| multiplexers | 9.281 |
-- timing repair --
item                                    4_1_cts  5_1_grt
pin swaps                                     5       12
gates resized                                11       32
buffers inserted                              5        5
gates cloned                                  0        1
hold buffers                                  0        0
endpoints found under the setup margin       18       20
