<file path="design/flow/design.v">
module ALU 
#(parameter IN_WIDTH  = 8  ,
  parameter OUT_WIDTH = 16 ,
  parameter FUN_WIDTH = 4  )
(
  input  wire [IN_WIDTH-1 : 0]  A         ,
  input  wire [IN_WIDTH-1 : 0]  B         ,
  input  wire [FUN_WIDTH-1 : 0] ALU_FUN   ,
  input  wire                   Enable    ,
  input  wire                   CLK       ,
  input  wire                   RST       ,
  output reg  [OUT_WIDTH-1 : 0] ALU_OUT   ,
  output reg                    ALU_VALID 
);
always @(posedge CLK or negedge RST) begin
  if (!RST) begin
      ALU_OUT   <=  'b0 ;
      ALU_VALID <= 1'b0 ;
  end
  else if (Enable) begin
    case (ALU_FUN)
      4'b0000: ALU_OUT <= A + B ;
      4'b0001: ALU_OUT <= A - B ;
      4'b0010: ALU_OUT <= A * B ;
      4'b0011: ALU_OUT <= A / B ;
      4'b0100: ALU_OUT <=  (A & B) ;
      4'b0101: ALU_OUT <=  (A | B) ;
      4'b0110: ALU_OUT <= ~(A & B) ;
      4'b0111: ALU_OUT <= ~(A | B) ;
      4'b1000: ALU_OUT <=  (A ^ B) ;
      4'b1001: ALU_OUT <= ~(A ^ B) ;
      4'b1010: ALU_OUT <= (A == B)? 'd1 : 'd0 ;
      4'b1011: ALU_OUT <= (A  > B)? 'd2 : 'd0 ;
      4'b1100: ALU_OUT <= (A <  B)? 'd3 : 'd0 ;
      4'b1101: ALU_OUT <= A >> 1 ;
      4'b1110: ALU_OUT <= A << 1 ;
      default: ALU_OUT <= 'b0 ;
    endcase    
    ALU_VALID <= 1'b1 ;
  end
  else begin
      ALU_OUT   <= ALU_OUT ;
      ALU_VALID <= 1'b0    ;    
  end
end
endmodule 
</file>
<file path="design/flow/run.sh">
#!/bin/bash
# OpenROAD 26Q1-2900-gdf79404cd8, Yosys 0.63+post, stock flow scripts
make -C /OpenROAD-flow-scripts/flow DESIGN_CONFIG=/design/flow/config.mk WORK_HOME=/design/flow/orfs finish
</file>
<file path="design/flow/config.mk">
export PLATFORM = sky130hd
export DESIGN_NAME = ALU
export DESIGN_NICKNAME = ALU
export VERILOG_FILES = /design/flow/design.v
export SDC_FILE = /design/flow/constraint.sdc
export NUM_CORES = 4
export LEC_CHECK = 1
export CORE_UTILIZATION = 30
</file>
<file path="design/flow/constraint.sdc">
current_design ALU

set clk_period 1.0
set clk_io_pct 0.2

create_clock -name clk0 -period $clk_period [get_ports {CLK}]

set non_clock_inputs [all_inputs -no_clocks]
set_input_delay [expr $clk_period * $clk_io_pct] -clock clk0 $non_clock_inputs
set_output_delay [expr $clk_period * $clk_io_pct] -clock clk0 [all_outputs]
</file>
==> flow_summary.json <==
{
  "die_h_um": 180,
  "yosysSeqAreaShare": 0.0449,
  "synth.largest_area_cell": "ha_1",
  "topCellsByArea": "ha_1 (21%), fa_1 (8.0%), nor2_1 (4.7%), dfrtp_1 (4.5%), a21oi_1 (4.1%)",
  "fp_util": 0.307,
  "max_cap_viol_count": 0,
  "cp.depth": 136,
  "pin_count": 40,
  "netlist_area_mm2": 0.00947,
  "cts_made_buffers": 3,
  "grt_max_degree": 23,
  "synth_flops": 17,
  "tool_warnings": 47,
  "cts_hold_buf": 0,
  "drtAntennaViolNets": 0,
  "syn_area_per_cell_um2": 7.59,
  "fin_worst_skew_ns": 0,
  "clk_path_buf_depth": 2,
  "drc": 0,
  "hold_path_class": "in2async",
  "cp_num_buf_inv": 23,
  "final.min_clock_period_ns": 23.91,
  "port-buffer-count": 39,
  "worstRegToRegCells": 4,
  "drt_iter0_markers": 623,
  "power.leakage_nw": 8.06,
  "htreeDepth": 1,
  "rsz0062_at_grt": "yes",
  "antenna_found_initial": 0,
  "grt_pass1_vias": 11152,
  "ys_cells": 1247,
  "coreArea_mm2": 0.0308,
  "crit_top_cell": "o21a_1",
  "synth_top_area_share": 0.214,
  "drtPass1Iterations": 5,
  "outcome": "finished, violations left",
  "cp-end-kind": "register",
  "worst_pin_slew_ns": 0.805,
  "dp_cells": 2125,
  "rows": 64,
  "tritoncts": "yes",
  "dp_hpwl_um": 27200,
  "clk_root_buffer_cell": "clkbuf_16",
  "hold_viol": 0,
  "vdd_drop_max_mv": 3.42,
  "antenna_cells": 0,
  "gp_congestion": 0.967,
  "grt_pass1_wl_um": 57500,
  "violations": "negative setup slack",
  "via_per_inst": 5.17,
  "syn_to_final_growth_pct": 74.4,
  "synth-edff-count": 0,
  "die_area_mm2": 0.0323,
  "slowest_stage": "or4_4",
  "fin_ws_ns": -22.91,
  "syn_inst": 1247,
  "relSlewSlack": 0.449,
  "cp-start-kind": "input port",
  "ys_warn_count": 1,
  "post-route-util": 0.536,
  "finalMaxSlewViolations": 0,
  "critPathMaxStageDelay_ns": 0.48,
  "grt.total_usage": 0.222,
  "cp.required_ns": 1.12,
  "fin_crit_sh": 23.9,
  "power_density_mw_per_mm2": 3430,
  "yosys-stat-area_mm2": 0.00947,
  "worstSetupPathType": "in2reg",
  "synth-main-ff-cell": "dfrtp_1",
  "gr-total-overflow": 0,
  "max_freq_mhz": 41.8,
  "cp_data_arrival_time_ns": 24.03,
  "async_reset_ff_frac": 1.00,
  "totalWireLength_um": 36400,
  "ys_types": 91,
  "clock-sinks": 17,
  "layout-drive-gt1-share": 0.471,
  "setup_viol": 16,
  "die_x_um": 180,
  "cp_top_family": "AND-OR/OR-AND gates",
  "power_mw": 56.7,
  "critPathMaxFanout": 8,
  "clock_latency_ns": 0.25,
  "path_clk_slew_ns": 0.05,
  "finalNonFillerCells": 2290,
  "avgRoutedWirePerCell_um": 15.9,
  "num_vias": 11829
}
## cells in the mapped netlist (11+ instances only)
master     number
a21oi_1        78
o21a_1         42
nand4_1        11
o2bb2ai_1      16
nor3_1         52
nor2_1        119
nor2b_1        18
a21o_1         21
nand2b_1       12
or3_1          13
mux2i_1        12
o31ai_1        15
o21ai_0        62
inv_1         102
clkbuf_1       31
xnor2_1        42
nand2_1       102
o21bai_1       14
mux2_2         22
nand3_1        17
xor2_1         21
dfrtp_1        17
ha_1          162
a31oi_1        11
fa_1           38
## sequential cells by signal, indices dropped and copies added, names as in the netlist
name,count
ALU_OUT,16
ALU_VALID,1
## metrics by stage
| step | instance area [um^2] | setup slack (ns) | setup TNS, ns | hold WS (ns) |
|---|---|---|---|---|
| after floorplan | 10000 | -24.34 | -171.08 | -0.0956 |
| after global placement | 14300 | -23.82 | -178.37 | 0.464 |
| after detailed placement | 14300 | -24.30 | -181.63 | 0.466 |
| after CTS | 15800 | -22.59 | -162.46 | 0.287 |
| after global routing | 16500 | -24.19 | -172.18 | 0.291 |
| final | 16500 | -22.91 | -164.59 | 0.286 |
## cell usage in the layout, fill, tap and decap left out, types with 9 or more instances in the layout
cell	count
nand3_1	16
o211ai_1	10
o21a_1	39
mux2i_1	11
a21oi_2	18
nor2_4	11
buf_12	10
mux2_2	13
nor2b_1	15
a21oi_1	54
nand2_1	97
buf_6	56
xor2_1	21
o21ai_0	44
buf_4	569
o21bai_1	11
o21ai_1	9
xnor2_1	39
nand4_1	11
inv_1	87
ha_4	19
a21o_1	20
o2bb2ai_1	14
dfrtp_1	17
fa_1	35
nor2_1	101
nand2b_1	12
inv_2	11
ha_1	136
mux2_4	13
o31ai_1	12
buf_2	16
nor3_1	43
o21ai_2	10
## final timing paths
path                                     to  slack [ns]  startpoint
worst max-delay path             ALU_OUT[0]      -22.91        B[0]
worst min-delay path            ALU_OUT[14]        0.29         RST
worst max register to register   ALU_OUT[4]        0.04  ALU_OUT[4]
worst min register to register   ALU_OUT[7]        0.47  ALU_OUT[7]
max in group asynchronous        ALU_OUT[8]        0.59         RST
min in group clk0                ALU_OUT[7]        0.47  ALU_OUT[7]
## area by class of cell
type                            count  area, um^2
Multi-Input combinational cell   1089        9610
Inverter                          106         417
Timing Repair Buffer              678        5490
Clock buffer                        4        78.8
Tap cell                          396         495
Sequential cell                    17         425
Fill cell                        2572       14300
## repair_timing
item	CTS	global route
cloned	1	1
buffers inserted	118	49
resized	225	105
endpoints found under the hold margin	0	0
endpoints found under the setup margin	33	19
pin swaps	98	55
## logic make-up after synthesis
kind of cell	after synthesis	share of synthesized area
mux	43	0.0504
xor+xnor	63	0.0583
simple gates	393	0.202
buf+inv	148	0.0617
flops	17	0.0449
other cells	1	0.000396
compound gates	382	0.288
fa+ha+maj	200	0.294
## power by group
group          internal, mW  leakage [nW]  total (mW)  switching [mW]
Sequential            0.813         0.217       0.885          0.0725
Combinational          31.2          7.80        55.0            23.7
Clock                 0.542        0.0382       0.804           0.262
Total                  32.6          8.06        56.7            24.1
## routing by layer
layer | routed length [um] | vias up | GRT usage
met5 | 0 | - | 0.00741
met1 | 17400 | 5577 | 0.327
met2 | 16100 | 296 | 0.347
met3 | 1910 | 54 | 0.0307
met4 | 1030 | 0 | 0.0524
li1 | - | 5902 | -
Power is estimated from default activity; no workload was simulated.
