--- ./run.sh ---
#!/bin/bash
# OpenROAD 26Q1-2900-gdf79404cd8, Yosys 0.63+post, stock flow scripts
make -C /OpenROAD-flow-scripts/flow DESIGN_CONFIG=/design/flow/config.mk WORK_HOME=/design/flow/orfs finish
--- ./constraint.sdc ---
current_design RegFile

set clk_period 2.5
set clk_io_pct 0.2

create_clock -name clk0 -period $clk_period [get_ports {CLK}]

set non_clock_inputs [all_inputs -no_clocks]
set_input_delay [expr $clk_period * $clk_io_pct] -clock clk0 $non_clock_inputs
set_output_delay [expr $clk_period * $clk_io_pct] -clock clk0 [all_outputs]
--- ./design.v ---
module RegFile                        
#(parameter WIDTH     = 8  ,          
  parameter DEPTH     = 16 ,
  parameter ADDR_SIZE = 4  )          
 (
	input   wire  [WIDTH-1:0]     WrData       ,
	input   wire  [ADDR_SIZE-1:0] Address      ,
	input   wire                  WrEn         ,
	input   wire                  RdEn         ,
	input   wire                  CLK          ,
	input   wire                  RST          ,
	output  reg   [WIDTH-1:0]     RdData       ,
	output  reg                   RdData_Valid ,
	output  wire  [WIDTH-1:0]     REG0         ,      
	output  wire  [WIDTH-1:0]     REG1         ,      
	output  wire  [WIDTH-1:0]     REG2         ,      
	output  wire  [WIDTH-1:0]     REG3                
 );
reg [WIDTH-1:0] mem [DEPTH-1:0] ;
integer i ;
always @(posedge CLK or negedge RST) begin
	if (!RST) begin
		RdData       <=  'b0 ;
		RdData_Valid <= 1'b0 ;
		for (i=0 ; i<DEPTH ; i=i+1) begin
			if ((i == 'd0) || (i == 'd1)) begin
				mem[i] <= 'b 0000_0000 ;     
			end
			else if (i == 'd2) begin
				mem[i] <= 'b 1000_0_0  ;     
			end
			else if (i == 'd3) begin
				mem[i] <= 'b 0000_1000 ;     
			end
			else begin
				mem[i] <= 'b 0000_0000 ;
			end
		end
	end
	else if (WrEn && !RdEn) begin    
		mem[Address] <= WrData ;	
		RdData       <= RdData ;
		RdData_Valid <= 1'b0   ;
	end
	else if (RdEn && !WrEn) begin    
		RdData       <= mem[Address] ;
		RdData_Valid <= 1'b1         ;
	end
	else begin
		RdData       <= RdData ;
		RdData_Valid <= 1'b0   ;		
	end
end
assign REG0 = mem[0] ;
assign REG1 = mem[1] ;
assign REG2 = mem[2] ;
assign REG3 = mem[3] ;
endmodule
--- ./config.mk ---
export PLATFORM = sky130hd
export DESIGN_NAME = RegFile
export DESIGN_NICKNAME = RegFile
export VERILOG_FILES = /design/flow/design.v
export SDC_FILE = /design/flow/constraint.sdc
export NUM_CORES = 4
export LEC_CHECK = 1
export CORE_UTILIZATION = 30
==> results.cfg <==
; synthesis and place-and-route metrics
[logic_synthesis]
netlist-cell-type-count = 56
yosysWarningCount = 2
ys_cells = 539
syn_area_um2 = 6720
ys_async_sr_fraction_pct = 100.0
ys.flop_type = dfrtp_1
ys_seq_share_pct = 51.05
ys.flops = 137
yosysChipArea_um2 = 6720
postSynthAreaPerCell_um2 = 12.47
synth_cells = 539
edf_count = 0

[global_routing]
grt_pass1_wl_um = 29250
grt_pass1_vias = 4941
antenna_found_initial = 0
overflow = 0
grt_start_max_net_pins = 54
grt_usage_pct = 17.54

[placement]
dp.cells = 865
dp_hpwl_um = 12610
port_buffers = 56
gp_congestion = 0.8619

[floorplan]
rows = 54
io_pins = 57
die_w_um = 151.7
coreArea_um2 = 21890
dieArea_um2 = 23000
die_height_um = 151.7
initial_core_util_pct = 30.70

[clock_tree]
clock-sinks = 137
cts_tree = built
clockBufferDepth = 2
cts-buffers-inserted = 17
cts_root_buf = clkbuf_16
path_clk_slew_ns = 0.06
cts_resized = 0
insertion_delay_ns = 0.42
postCtsSetupRepairBufs = 0
cts_hold_buf = 0
cts_htree_levels = 4

[critical_path]
crit_arrival_ns = 2.26
start_kind = primary input
cp-end-kind = flop
setup.worst_path.class = in -> reg
crit_fanout = 18
required_ns = 2.81

[cells_and_area]
fin_cells = 897
fill_cells = 2071
syn_to_final_growth_pct = 25.25
drive_above_1_share_pct = 35.66

[route]
routedWlPerCell_um = 20.74
vias = 4745
drtPass1Iterations = 4
viasPerCell = 5.290
drtIter0Drc = 269
antenna_cells = 0
ant_nets = 0
finalWirelength_um = 18600
drc = 0

[power_and_ir_drop]
powerDensity_nw_per_um2 = 816.1
leakage_nw = 3.555
ir_drop_mv = 0.3807

[run]
log.warning_count = 25
maxCapViolCount = 0

[timing]
final-hold-violation-count = 0
slew_headroom_pct = 50.43
setup_viol = 0
rsz0062_at_grt = false
whs_ns = 0.02066
drv_slew = 0
worst_slew_pin_slew_ns = 0.7413
fin_skew_ns = 0.01012
period_needed_ns = 1.953
tns_ns = 0
fmax_mhz = 511.9
period_used_pct = 78.13

[worst_hold_path]
hp-class = in -> async

[status]
status = finished clean
[cell type report]
| cell class | count | area, um2 | share of cell area, % |
|---|---|---|---|
| well taps | 280 | 350.3 | 4.162 |
| repair buffers | 88 | 857.1 | 10.18 |
| clock buffers | 21 | 480.5 | 5.708 |
| clock inverters | 11 | 215.2 | 2.557 |
| flip-flops and latches | 137 | 3431 | 40.76 |
| inverters | 6 | 22.52 | 0.2676 |
| multi-input cells | 354 | 3060 | 36.36 |
[metal layers]
layer	wire [um]	up-vias	global-route usage (%)
li1	-	2136	-
met1	8517	2459	26.26
met2	8680	132	26.39
met3	1061	18	4.550
met4	345	0	3.317
met5	0	-	0
[report_power, final]
part / leakage, nW / total [W] / internal (W) / switching [W]
Combinational: 1.47 / 0.00107 / 0.000651 / 0.000415
Clock: 0.339 / 0.00291 / 0.00198 / 0.000932
Sequential: 1.74 / 0.00290 / 0.00264 / 0.000253
[layout by cell type (no fill, tap or decap), types with 7 or more instances in the layout]
| cell | n |
|---|---|
| dfrtp_1 | 135 |
| mux2_2 | 125 |
| clkdlybuf4s50_1 | 51 |
| a21oi_1 | 29 |
| buf_4 | 26 |
| nand3b_1 | 25 |
| clkbuf_16 | 17 |
| mux2i_1 | 14 |
| o21ai_0 | 13 |
| nand2_1 | 11 |
| nand3_1 | 10 |
| nand2b_1 | 9 |
| or3b_2 | 9 |
| or3_1 | 8 |
| nor2b_1 | 7 |
| nor4_1 | 7 |
| nand4b_1 | 7 |
[synthesized netlist by cell type, types with 3 or more instances]
cell type / number / area [um2]
or4bb_1: 6 / 67.56
a31oi_1: 4 / 25.02
o21ai_0: 13 / 65.06
a2111oi_0: 4 / 35.03
mux2i_1: 14 / 140.1
nor4_1: 7 / 43.79
buf_4: 4 / 30.03
a21oi_1: 29 / 145.1
nand4b_1: 7 / 61.31
nor2b_1: 7 / 43.79
nor3_1: 3 / 15.01
nor2_1: 4 / 15.01
nor3_4: 4 / 65.06
nand2_1: 11 / 41.29
o22ai_1: 4 / 25.02
nand2b_1: 9 / 56.30
nand3b_1: 25 / 187.7
inv_1: 6 / 22.52
clkbuf_1: 16 / 60.06
nand2_2: 5 / 31.28
a32o_1: 5 / 50.05
dfrtp_1: 135 / 3378
nand3_1: 10 / 50.05
mux2_2: 125 / 1408
or3b_2: 9 / 78.83
mux2_1: 4 / 45.04
or3_1: 8 / 50.05
a22o_1: 3 / 26.28
buf_2: 21 / 105.1
[flip-flops by register name (all words and copies together) (netlist names)]
signal and flops:
RdData_Valid 1, RdData 8, mem 128
[through the flow]
| step | utilization [%] | power (W) | area, um2 | worst slack, ns |
|---|---|---|---|---|
| after floorplan | - | 0.003432 | 6720 | 0.6910 |
| after global placement | 35.27 | 0.003966 | 7721 | 0.1138 |
| after detailed placement | 35.27 | 0.003996 | 7721 | 0.1206 |
| after CTS | 38.45 | 0.006930 | 8417 | 0.5400 |
| after global routing | 38.45 | 0.007168 | 8417 | 0.4250 |
| final | 38.45 | 0.006869 | 8417 | 0.5466 |
[worst max-delay path, stage by stage]
cell	delay, ns
buf_2	0.35
buf_4	0.25
nand2b_1	0.20
nor2_1	0.31
nand2_2	0.28
mux2_2	0.35
[worst paths after layout]
| check | start | endpoint | slack [ns] | depth (start not counted) |
|---|---|---|---|---|
| max | Address[0] | mem[1][0] | 0.55 | 6 |
| min | RST | mem[1][4] | 0.02 | 1 |
| max reg2reg | mem[8][5] | RdData[5] | 0.98 | 5 |
| min reg2reg | mem[12][5] | mem[12][5] | 0.49 | 1 |
| max in group asynchronous | RST | mem[9][5] | 1.76 | 2 |
| min in group clk0 | mem[12][5] | mem[12][5] | 0.49 | 1 |
[cell families after synthesis]
kind of cell           count (synthesis)  share of synthesized area (%)
AOI/OAI and AO/OA                     78                          7.522
buffers and inverters                 48                          3.407
DFF                                  137                          51.05
muxes                                143                          23.70
and+or+nand+nor                      133                          14.32
Power and IR drop assume default switching activity.
